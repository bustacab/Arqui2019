$ cat flow/config.mk
export PLATFORM = sky130hd
export DESIGN_NAME = writeback
export DESIGN_NICKNAME = writeback
export VERILOG_FILES = /design/flow/design.v
export SDC_FILE = /design/flow/constraint.sdc
export NUM_CORES = 4
export LEC_CHECK = 1
export CORE_AREA = 10 10 84 84
export DIE_AREA = 0 0 94 94
$ cat flow/constraint.sdc
current_design writeback

set clk_period 1.0
set clk_io_pct 0.2

create_clock -name clk0 -period $clk_period

set non_clock_inputs [all_inputs -no_clocks]
set_input_delay [expr $clk_period * $clk_io_pct] -clock clk0 $non_clock_inputs
set_output_delay [expr $clk_period * $clk_io_pct] -clock clk0 [all_outputs]
$ cat flow/design.v
module mux2 #(parameter N = 64)
				(input logic [N-1:0] d0, d1,
				input logic s,
				output logic [N-1:0] y);
	assign y = s ? d1 : d0;
endmodule
module writeback #(parameter N = 64)
					(input logic [N-1:0] aluResult_W, DM_readData_W,
					input logic memtoReg,
					output logic [N-1:0] writeData3_W);					
	mux2 #(64) MtoRmux (.d0(aluResult_W), .d1(DM_readData_W), .s(memtoReg), .y(writeData3_W));
endmodule
$ cat flow/run.sh
#!/bin/bash
# OpenROAD 26Q1-2900-gdf79404cd8, Yosys 0.63+post, stock flow scripts
make -C /OpenROAD-flow-scripts/flow DESIGN_CONFIG=/design/flow/config.mk WORK_HOME=/design/flow/orfs finish
==> results.sh <==
# physical design summary
export IMPL_ys_seq_share_pct=0
export IMPL_synth_cell_area_sq_um=1077
export IMPL_p_leak_nw=1.702
export IMPL_setup_tns_ns=-5.226
export IMPL_lay_top_count="dlygate4sd2_1"
export IMPL_power_share_clock_pct=0
export IMPL_design_area_sq_um=3075
export IMPL_netlist_instances=71
export IMPL_lay_top_cells="dlygate4sd2_1 (126), mux2_4 (64), buf_6 (46)"
export IMPL_regArea_sq_um=0
export IMPL_period_needed_ns=1.162
export IMPL_ant_nets=0
export IMPL_swShare_pct=23.43
export IMPL_failed_checks="setup timing"
export IMPL_ys_area_sq_um=1077
export IMPL_max_stage_delay_ns=0.28
export IMPL_drive_gt1_share_pct=52.59
export IMPL_grt_pass1_vias=1644
export IMPL_gp_congestion=0.8055
export IMPL_status="complete, but fails checks"
export IMPL_ys_cells=71
export IMPL_ir_drop_uv=200.0
export IMPL_critical_path_max_fanout=6
export IMPL_cp_cell_sequence="buf_16 > buf_12 > buf_6 > mux2_4 > buf_2"
export IMPL_grt_max_degree=9
export IMPL_fmax_mhz=860.4
export IMPL_hold_depth=3
export IMPL_drtPass1Iterations=3
export IMPL_setup_viol=64
export IMPL_vias_per_cell=3.994
export IMPL_num_vias=1362
export IMPL_fill_cells=475
export IMPL_worstMarginPinSlew_ns=0.09010
export IMPL_finalClockPeriodUsage_pct=116.2
export IMPL_yosysWarnings=0
export IMPL_first_iter_violations=1
export IMPL_combGateArea_sq_um=960.9
export IMPL_p_seq_share_pct=0
export IMPL_die_x_um=94
export IMPL_final_hold_violation_count=0
export IMPL_power_internal_mw=0.9452
export IMPL_grt_pass1_wl_mm=9.804
export IMPL_hold_class="primary input to output port"
export IMPL_drt_total_wl_mm=6.740
export IMPL_grt_setup_unrepaired="true"
export IMPL_finish_utilization_pct=59.09
export IMPL_powerDensity_nw_per_um2=401.4
export IMPL_critical_path_class="primary input to output port"
export IMPL_routedWlPerCell_um=19.77
export IMPL_worst_slack_ns=-0.1623
export IMPL_cp_end_kind="output port"
export IMPL_syn_area_per_cell_sq_um=15.17
export IMPL_design_seq_count=0
export IMPL_rows=26
export IMPL_die_h_um=94
export IMPL_pwr_share_comb_pct=100.0
export IMPL_ios=193
export IMPL_whs_ns=0.6919
export IMPL_nClkBuffers=0
export IMPL_crit_path_top_delay_cell="mux2_4"
export IMPL_io_buffers=193
export IMPL_cp_start_kind="primary input"
export IMPL_warnings=35
export IMPL_die_area_sq_um=8836
export IMPL_route_detailed_drc=0
export IMPL_p_sw_mw=0.2892
export IMPL_overflow=0
export IMPL_whs_endpoint="writeData3_W[63]"
export IMPL_maxSlewViolCount=0
export IMPL_synth_cell_type_count=4
export IMPL_groute_usage_overall_pct=14.32
export IMPL_coreArea_sq_um=5205
export IMPL_area_delta_synth_final_pct=185.5
export IMPL_required_ns=0.80
export IMPL_drv_cap=0
export IMPL_fp_util_pct=20.70
export IMPL_p_total_mw=1.234
export IMPL_crit_arrival_ns=0.96
export IMPL_min_delay_start="DM_readData_W[63]"
export IMPL_hpwlAfterDp_mm=6.001
export IMPL_hold_buffers=0
export IMPL_slew_headroom_pct=93.99
export IMPL_antenna_found_initial=1
export IMPL_place_area_sq_um=3043
==> worst max path at each step <==
stage,from,to,slack [ns],cells past startpoint
after global routing,memtoReg,writeData3_W[61],-0.18,5
after CTS,memtoReg,writeData3_W[3],-0.20,5
final,memtoReg,writeData3_W[61],-0.16,5
==> area by class of cell <==
type,count,area share (%)
antenna,1,0.08137
multi-input combinational,64,31.24
tap,70,2.848
timing repair buffer,206,65.83
==> power by group through the flow <==
| stage | registers [mW] | logic [mW] | clock network, mW |
|---|---|---|---|
| 6_report | 0 | 1.23 | 0.000000134 |
| 4_1_cts | 0 | 1.24 | 0 |
| 5_1_grt | 0 | 1.32 | 0.000000134 |
==> Yosys cell counts <==
| cell type | instances | share of area, % |
|---|---|---|
| buf_12 | 6 | 11 |
| mux2_4 | 60 | 84 |
| buf_6 | 1 | 1.0 |
| mux2_2 | 4 | 4.2 |
==> worst max-delay path, delay by kind of cell <==
family                 cells  cell delay [ns]
buffers and inverters      4             0.47
multiplexers               1             0.28
==> layer usage <==
layer,global-route usage [%],vias to the layer above,wire (um)
met5,0,-,0
met3,5.654,0,714
met1,13.94,614,2069
met4,1.139,0,0
li1,-,673,-
met2,28.34,75,3956
==> kinds of logic after synthesis <==
group,synth area share [%]
buf+inv,12.20
mux,87.80
==> through the flow <==
step / instances / setup slack (ns)
4_1_cts: 341 / -0.1974
6_report: 341 / -0.1623
5_1_grt: 341 / -0.1827
3_3_place_gp: 331 / -0.5603
3_5_place_dp: 331 / -0.5511
2_1_floorplan: 71 / 0.002550
==> timing repair <==
item,CTS,global route
cloned,7,0
endpoints found under the setup margin,64,64
setup buffers,3,0
resized,379,12
Power figures rest on the tool's default switching activity, not on a simulated workload.
