==> flow/design.v <==
module adder #(parameter N = 64) (input logic  [N-1:0] a,
											 input logic  [N-1:0] b,
											 output logic [N-1:0] sum);
	assign sum = a + b;
endmodule
module alu #(parameter N = 64) (input logic  [N-1:0] a, b,
										  input logic  [3:0] ALUControl,
										  output logic [N-1:0] result,
										  output logic zero);
	always_comb begin
			casez(ALUControl)
				4'b0000: result = a & b;
				4'b0001: result = a | b;
				4'b0010: result = a + b;
				4'b0110: result = a - b;
				4'b0111: result = b;
				4'b1100: result = ~(a | b);
				default: result = 64'b0;
			endcase
			if(result === 0) zero = 1;
			else zero = 0;
	end	
endmodule
module execute #(parameter N = 64) (input logic  AluSrc,
												 input logic  [3:0] AluControl,
												 input logic  [N-1:0] PC_E, signImm_E, readData1_E, readData2_E,
												 output logic [N-1:0] PCBranch_E, aluResult_E, writeData_E,
												 output logic zero_E);
	logic [63:0] muxOut, shiftOut;
	mux2 execMux(readData2_E, signImm_E, AluSrc, muxOut);
	alu execAlu(readData1_E, muxOut, AluControl, aluResult_E, zero_E);
	sl2 execShift(signImm_E, shiftOut);
	adder execAdder(PC_E, shiftOut, PCBranch_E);
	assign writeData_E = readData2_E;
endmodule
module mux2 #(parameter N = 64)
				(input logic [N-1:0] d0, d1,
				input logic s,
				output logic [N-1:0] y);
	assign y = s ? d1 : d0;
endmodule
module sl2 #(parameter N = 64)
				(input logic [N-1:0] a,					
				output logic [N-1:0] y);
	assign y[0] = 1'b0;
	assign y[1] = 1'b0;
	assign y[63:2] = a[61:0];
endmodule
==> flow/run.sh <==
#!/bin/bash
# OpenROAD 26Q1-2900-gdf79404cd8, Yosys 0.63+post, stock flow scripts
make -C /OpenROAD-flow-scripts/flow DESIGN_CONFIG=/design/flow/config.mk WORK_HOME=/design/flow/orfs finish
==> flow/config.mk <==
export PLATFORM = sky130hd
export DESIGN_NAME = execute
export DESIGN_NICKNAME = execute
export VERILOG_FILES = /design/flow/design.v
export SDC_FILE = /design/flow/constraint.sdc
export NUM_CORES = 4
export LEC_CHECK = 1
export CORE_AREA = 10 10 292 292
export DIE_AREA = 0 0 302 302
==> flow/constraint.sdc <==
current_design execute

set clk_period 37.0
set clk_io_pct 0.2

create_clock -name clk0 -period $clk_period

set non_clock_inputs [all_inputs -no_clocks]
set_input_delay [expr $clk_period * $clk_io_pct] -clock clk0 $non_clock_inputs
set_output_delay [expr $clk_period * $clk_io_pct] -clock clk0 [all_outputs]
==> run summary <==
fresh numbers from the pnr run: status finished, final reports clean, DRC viols 0, logic area 12000 um2, final hold viol count 0, worst hold path class in2out, Post-CTS Hold Fix Bufs 0, Util after Layout 23.3%, critical path endpoint category output pin, fin area 18400 um2, combinational power share 100.0%, YS chip area 13400 um2, clock share of power 0%, initial antenna violation count 20, Slew Viols, Final 0, clock buffers 0, TNS Setup 0 ns, gr usage total 17.6%, Data arrival, critical path 15.02 ns, Max Cap Viol 0, core area 78900 um2, Synth Seq Share 0%, IR Drop Worst-Case VDD 0.00520 mV, FF+latch area 0 um2, most frequent logic cell in the layout clkdlybuf4s50_1, vias in the first global route 16000, hold_ws 14.80 ns, vias after detailed routing 16900, first-pass GRT wire length 116 mm, P&R area growth vs syn 37.8%, setup violators final 0, Cell variety after synth 88, Setup crit start kind input port, Post-Place Setup Slack 14.67 ns, row count 103, Worst-Margin Slew 0.847 ns, tool warnings 34, WL/cell 25.0 um, Avg Synthesized Cell Area 6.72 um2, cell-internal power 163 uW, IO Count 454, Post-Synthesis Cells 1988, postcts setup bufs 0, Iter 0 DRT Violations 1382, Pwr Density 19.3 nW/um2, die width 302 um, Reg power frac 0%, largest net degree at the start of global routing 56, FP Core Util 16.9%, dpl hpwl 72.9 mm, CTS resizes 0, RSZ-0062 raised after global routing false, 1st-pass router iterations 5, minimum clock period 22.42 ns, Psw 193 uW, upper clock frequency limit 44.6 MHz, Flops 0, Top cells excl fill/tap clkdlybuf4s50_1, a21oi_1, nand2_1, gr ovfl total 0, kind of critical path in2out, I/O Buffers 450, # Cells Yosys 1988, die area 91200 um2, RePlAce Congestion 0.997, vias per std cell 5.04, cycle use final 60.6%, final setup margin 14.58 ns, Syn. warnings 1, share of cells above drive strength 1 3.97%, die height 302 um, Fill cells 8764, Rel. slew slack 42.9%, final WL 83.6 mm, crit path max fanout 30, Antenna Nets Post-Route 0, Pleak 0.00699 uW, Mapped Area 13400 um2, Post-DP Area 18400 um2, WP data required 29.60 ns, sw frac 54.3%
[critical path, stage by stage]
cell and delay [ns]:
buf_4 0.31, buf_4 0.48, mux2i_1 0.41, inv_1 0.10
or3_1 0.43, nor4_4 0.42, nand3_1 0.25, nor3_2 0.40
nand3_1 0.27, nor3_2 0.41, nor2_1 0.10, xnor2_1 0.15
ha_1 0.40, nand2_1 0.13, o21ai_0 0.38, a21o_1 0.17
nand2_1 0.07, a311oi_1 0.42, nor2_1 0.21, o41ai_1 0.49
mux2i_1 0.31, nand3_1 0.15, nor4_1 0.19, nand4_1 0.11
nor2_1 0.28, clkdlybuf4s50_1 0.53
[cells in the mapped netlist (16+ instances only)]
cell      instances  area share, %
or3_1            37            1.7
inv_1            96            2.7
maj3_1           51            3.8
ha_1            127             12
a22oi_1          27            1.5
buf_4            66            3.7
a31oi_1          18           0.84
o21a_1           33            1.9
a22o_1           21            1.4
nand2_1         142            4.0
xnor2_1         125            8.2
a21oi_1         188            7.0
mux2i_1          51            3.8
o21bai_1         30            1.7
clkbuf_1         85            2.4
nor2_1          132            3.7
mux2_2           18            1.5
o31ai_1          21            1.2
a21o_1           52            2.9
o211ai_1         16           0.90
nor3_1           62            2.3
nor4_1           17           0.80
nand4_1          49            2.3
and3_1           19           0.89
nand2b_1         24            1.1
xor2_1           32            2.1
o21ai_0         141            5.3
o22ai_1          22            1.0
nor2b_1          24            1.1
nand3_1          44            1.6
[kinds of logic (layout without fill, tap and decap cells)]
group	Yosys count	after routing	share of synthesized area (%)
xor gates and xnor gates	157	157	10.3
adders and majority gates	185	185	16.4
other	0	3	0
muxes	78	78	6.49
and+or+nand+nor	626	626	24.3
buffers and inverters	269	573	9.98
AOI/OAI and AO/OA	673	673	32.5
[layer usage]
metal / routed length, um / GRT usage [%] / vias up / share of wire, %
met4: 2110 / 3.71 / 32 / 2.5
met1: 34000 / 21.8 / 7935 / 41
met5: 201 / 0 / - / 0.24
li1: - / - / 7997 / -
met3: 8410 / 5.49 / 115 / 10
met2: 38900 / 29.6 / 771 / 47
[metrics by stage]
step | power (uW) | instances
global route | 384 | 3343
CTS | 355 | 3342
finish | 355 | 3345
floorplan | 190 | 1988
detailed placement | 353 | 3342
global placement | 354 | 3342
[power groups by stage]
| stage | Sequential [uW] | Combinational, uW | Clock [uW] |
|---|---|---|---|
| 5_1_grt | 0 | 384 | 0.00000362 |
| 6_report | 0 | 355 | 0.0000109 |
| 4_1_cts | 0 | 355 | 0 |
[path summary, 6_finish.rpt]
path,startpoint,cells after the start,endpoint,slack [ns]
worst min-delay path,PC_E[1],0,PCBranch_E[1],14.80
worst max-delay path,AluSrc,26,zero_E,14.58
[final cells by class]
cell class	instances	share of cell area, %
multi-input cells	1719	65.4
repair buffers	475	25.4
diodes	3	0.0408
inverters	98	2.00
well taps	1050	7.13
Power figures rest on the tool's default switching activity, not on a simulated workload.
