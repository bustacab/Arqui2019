==> design/flow/run.sh <==
#!/bin/bash
# OpenROAD 26Q1-2900-gdf79404cd8, Yosys 0.63+post, stock flow scripts
make -C /OpenROAD-flow-scripts/flow DESIGN_CONFIG=/design/flow/config.mk WORK_HOME=/design/flow/orfs finish
==> design/flow/config.mk <==
export PLATFORM = sky130hd
export DESIGN_NAME = fetch
export DESIGN_NICKNAME = fetch
export VERILOG_FILES = /design/flow/design.v
export SDC_FILE = /design/flow/constraint.sdc
export NUM_CORES = 4
export LEC_CHECK = 1
export CORE_UTILIZATION = 40
==> design/flow/constraint.sdc <==
current_design fetch

set clk_period 9.7
set clk_io_pct 0.2

create_clock -name clk0 -period $clk_period [get_ports {clk}]

set non_clock_inputs [all_inputs -no_clocks]
set_input_delay [expr $clk_period * $clk_io_pct] -clock clk0 $non_clock_inputs
set_output_delay [expr $clk_period * $clk_io_pct] -clock clk0 [all_outputs]
==> design/flow/design.v <==
module adder #(parameter N = 64) (input logic  [N-1:0] a,
											 input logic  [N-1:0] b,
											 output logic [N-1:0] sum);
	assign sum = a + b;
endmodule
module fetch #(parameter N = 64) (input logic  PCSrc_F, clk, reset,
											 input logic  [N-1:0] PCBranch_F,
											 output logic [N-1:0] imem_addr_F);
	logic [N-1:0] muxdder, flopmux, imem_addr, badder;
	assign badder = 64'b0100;
	mux2 fetchMux(muxdder, PCBranch_F, PCSrc_F, flopmux);
	flopr fetchFlopr(clk, reset, flopmux, imem_addr);
	adder fetchAdder(imem_addr, badder, muxdder);
	assign imem_addr_F = imem_addr;
endmodule
module flopr #(parameter N = 64) (input logic clk,
											 input logic reset,
											 input logic [N-1:0] d,
											 output logic [N-1:0] q);
	always_ff @(posedge clk, posedge reset)
		if (reset) q <= '0;  
		else q <= d;
endmodule
module mux2 #(parameter N = 64)
				(input logic [N-1:0] d0, d1,
				input logic s,
				output logic [N-1:0] y);
	assign y = s ? d1 : d0;
endmodule
==> qor.yml <==
timing:
  finalSetupViolCount: 0
  finalHoldViolations: 0
  fmax_ghz: 0.307
  worstMarginPinSlew_ns: 0.866
  hold_slack_ns: 0.513
  rsz0062_at_grt: "no"
  finalCritPeriodShare_pct: 33.5
  skew_ns: 0.0112
  finalCriticalPeriod_ns: 3.25
  final_max_slew_viol_count: 0
  relSlewSlack_pct: 42.2
  finalSetupTns_ns: 0
setup_path:
  path_class: "reg -> out"
  r2r_start: "fetchFlopr.q[23]"
  crit_buf_inv: 1
  cp_data_arrival_time_ns: 1.31
  reg2reg_to: "fetchFlopr.q[55]"
  critPathCaptureType: "primary output"
  crit_fanout: 7
  crit_chain: "clkdlybuf4s50_1"
  slowest_delay_ns: 0.51
  crit_required_ns: 7.76
  reg2regPathDepth: 5
  cp_top_family: "buffers and inverters"
  cp-start-kind: "register"
  cp_slowest_cell: "clkdlybuf4s50_1"
  r2r_slack_ns: 6.93
layout:
  top_regs: "fetchFlopr.q (64)"
  finalNonFillerCells: 667
  top_register: "fetchFlopr.q"
  area_growth_pct: 44.2
  largest_register_ffs: 64
  drive_gt1_share_pct: 5.72
drt:
  wl_per_cell_um: 15.5
  via_per_inst: 5.39
  num_antenna_cells: 0
  wl_met3_um: 575
  met1_length_um: 4900
  drcViolationCount: 0
  vias: 3598
  highest_layer: "met4"
  first_pass_iters: 4
  dr.first_iter.drc_count: 137
  antenna_left: 0
  wl_met2_um: 4810
  drt-total-wl_um: 10300
logic_synthesis:
  yosysSeqAreaShare_pct: 43.9
  ys.flop_type: "dfrtp_1"
  async_reset_ff_share_pct: 100
  yosys_warnings: 1
  ys_area_sq_mm: 0.00365
  ys_types: 32
  synthesis.area_sq_mm: 0.00365
  synth-seq-cells: 64
  syn_inst: 427
  yosys_cells: 427
  synth-edff-count: 0
  synth.avg_cell_area_sq_um: 8.55
status:
  status: "finished, final reports clean"
cts:
  clkLatencyLatePin_ns: 0.34
  ctsLongestPathBuffers: 2
  cts_root_buf: "clkbuf_8"
  clk_pin_slew_worst_paths_ns: 0.08
  cts_made_buffers: 9
  cts_num_sinks: 64
  cts-resized-gates: 0
  tritoncts: "built"
  htreeDepth: 3
  postCtsHoldBufs: 0
  post-cts-setup-buffer-count: 0
run:
  warning_count: 26
  cap_violations: 0
global_route:
  grt_first_pass_wirelength_um: 17500
  grt_max_degree: 77
  grt_usage_pct: 23.2
  grt_pass1_vias: 3527
  antenna_found_initial: 0
  gr-total-overflow: 0
hold_path:
  hold_start: "fetchFlopr.q[0]"
  min_path_cells: 1
  min_delay_worst_endpoint: "fetchFlopr.q[0]"
  hold_path_class: "reg -> reg"
placement:
  place_congestion: 0.831
  dp_cells: 651
  portBuffers: 130
  hpwlAfterDp_um: 7480
pwr:
  ir_drop_mv: 0.0620
  pwr-share-clk_pct: 33.8
  p_int_uw: 515
  power_density_mw_per_mm2: 133
  seqPwrFrac_pct: 47.1
  combPwrFrac_pct: 19.2
  switching_power_uw: 185
  switching_share_pct: 26.4
  p_leak_uw: 0.00198
  power_uw: 700
floorplanning:
  num_rows: 34
  dieWidth_um: 97.5
  coreArea_sq_mm: 0.00876
  fp_util_pct: 41.6
  io_pins: 131
  die_h_um: 97.5
  fp.dieArea_sq_mm: 0.00951
## per-stage QoR
stage,setup WS [ns],instance area (sq um),util (%)
after detailed placement,6.17,5060,57.8
after global placement,6.21,5060,57.8
final,6.45,5260,60.1
after global routing,6.36,5260,60.1
after floorplan,6.16,3650,-
after CTS,6.42,5260,60.1
## cell type report
cell class | instances | area [sq um]
fillers | 812 | 3500
multi-input cells | 336 | 1960
flip-flops and latches | 64 | 1600
repair buffers | 135 | 1330
clock buffers | 13 | 159
well taps | 108 | 135
clock inverters | 3 | 40.0
inverters | 8 | 30.0
## kinds of logic after synthesis
logic type | count (synthesis) | share of synthesized area, %
AND-OR/OR-AND | 73 | 11.0
flip-flops | 64 | 43.9
adder cells (fa/ha/maj) | 1 | 0.343
AND/OR/NAND/NOR | 211 | 29.3
buffers and inverters | 27 | 2.81
multiplexers | 7 | 2.09
XOR/XNOR | 44 | 10.6
## cells in the final DEF (no fill, tap or decap), drive strengths merged, types with 13 or more instances in the layout
| master | instances |
|---|---|
| clkbuf | 13 |
| clkdlybuf4s50 | 129 |
| dfrtp | 64 |
| nand2 | 69 |
| nand3 | 31 |
| nand4 | 26 |
| nor2 | 29 |
| o21ai | 52 |
| xnor2 | 17 |
| xor2 | 27 |
## power by group through the flow
stage	Clock, uW	Sequential (uW)	Combinational, uW
CTS	242	329	137
global route	255	335	150
finish	236	329	134
## worst max-delay path by stage
stage,end,cells after the start,startpoint
4_1_cts,imem_addr_F[21],1,fetchFlopr.q[21]
5_1_grt,imem_addr_F[21],1,fetchFlopr.q[21]
6_report,imem_addr_F[4],1,fetchFlopr.q[4]
## routing by layer
layer | vias to the layer above | global-route usage, %
li1 | 1802 | -
met1 | 1681 | 37.2
met2 | 108 | 35.4
met3 | 7 | 4.25
met4 | 0 | 2.04
met5 | - | 0
## synth_stat cells, types with 12 or more instances
| master | n | area (sq um) |
|---|---|---|
| nand2_1 | 69 | 259 |
| xnor2_1 | 17 | 149 |
| nand4_1 | 25 | 156 |
| o21ai_0 | 52 | 260 |
| nor2_1 | 29 | 109 |
| xor2_1 | 27 | 236 |
| clkbuf_1 | 18 | 67.6 |
| nor4_1 | 12 | 75.1 |
| nand3_1 | 31 | 155 |
| dfrtp_1 | 64 | 1600 |
| a31oi_1 | 12 | 75.1 |
No activity file was given, so power comes from the tool's default toggle rates.
